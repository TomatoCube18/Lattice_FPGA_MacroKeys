[design.v]
module i2c_eeprom #(
    parameter SYS_FREQ = 12_090_000,   
    parameter I2C_FREQ = 100_000       
)(
    input wire clk,             
    input wire rst_n,           
	input wire start,           
    input wire rw,              
    input wire [7:0] address,   
    input wire [7:0] data_in,   
    output wire [7:0] data_out,  
    output reg done,            
    inout wire sda,             
    output wire scl              
);
	reg[7:0] db_r;         
	reg[7:0] read_data;     
	reg[19:0] cnt_20ms;     
	always @ (posedge clk or negedge rst_n)
	begin
		if(!rst_n)
			cnt_20ms <= 20'd0;
		else
			cnt_20ms <= cnt_20ms+1'b1;     
		end
	reg [2:0] cnt;            
	reg [8:0] cnt_delay;      
	reg scl_r;                
	always @ (posedge clk or negedge rst_n)
	begin
		if(!rst_n)
			cnt_delay <= 9'd0;
		else if(cnt_delay == 9'd499)
			cnt_delay <= 9'd0;     
		else
			cnt_delay <= cnt_delay+1'b1;     
	end
	always @ (posedge clk or negedge rst_n)
	begin
		if(!rst_n)
			cnt <= 3'd5;
		else
		begin
			case (cnt_delay)				 
				9'd129:    cnt <= 3'd1;     
				9'd249:    cnt <= 3'd2;     
				9'd379:    cnt <= 3'd3;     
				9'd499:    cnt <= 3'd0;     
				default:   cnt <= 3'd5;
			endcase
		end
	end
	always @ (posedge clk or negedge rst_n)
	begin
		if(!rst_n)
			scl_r <= 1'b0;
		else if(cnt==3'd0)
			scl_r <= 1'b1;     
		else if(cnt==3'd2)
			scl_r <= 1'b0;     
	end
	assign scl = scl_r;     
	parameter     IDLE     = 4'd0;
	parameter     START1     = 4'd1;
	parameter     ADD1     = 4'd2;
	parameter     ACK1     = 4'd3;
	parameter     ADD2     = 4'd4;
	parameter     ACK2     = 4'd5;
	parameter     START2     = 4'd6;	
	parameter     ADD3     = 4'd7;
	parameter     ACK3    = 4'd8;
	parameter     DATA     = 4'd9;
	parameter     ACK4    = 4'd10;
	parameter     STOP1     = 4'd11;
	parameter     STOP2     = 4'd12;	
	reg [3:0] cstate;      
	reg sda_r;             
	reg sda_link;          
	reg[3:0] num;    
	always @ (posedge clk or negedge rst_n) begin
		if(!rst_n) begin
				cstate <= IDLE;
				sda_r <= 1'b1;
				sda_link <= 1'b0;
				num <= 4'd0;
				read_data <= 8'b0000_0000;
				done <= 1'b0;
			end
		else     
			case (cstate)
				IDLE:    begin
						sda_link <= 1'b1;             
						sda_r <= 1'b1;
						done <= 1'b0;
						if(start) begin     
							done <= 1'b0;
							db_r <= 8'b1010_0000;     
							cstate <= START1;        
							end
						else cstate <= IDLE;     
					end
				START1: begin
						if((cnt==3'd1)) begin         
							sda_link <= 1'b1;     
							sda_r <= 1'b0;         
							cstate <= ADD1;
							num <= 4'd0;         
							end
						else cstate <= START1;  
					end
				ADD1:    begin
						if((cnt==3'd3)) begin
								if(num == 4'd8) begin    
										num <= 4'd0;             
										sda_r <= 1'b1;
										sda_link <= 1'b0;         
										cstate <= ACK1;
									end
								else begin
										cstate <= ADD1;
										num <= num+1'b1;
										case (num)
											4'd0: sda_r <= db_r[7];
											4'd1: sda_r <= db_r[6];
											4'd2: sda_r <= db_r[5];
											4'd3: sda_r <= db_r[4];
											4'd4: sda_r <= db_r[3];
											4'd5: sda_r <= db_r[2];
											4'd6: sda_r <= db_r[1];
											4'd7: sda_r <= db_r[0];
											default: ;
											endcase
									end
							end
						else cstate <= ADD1;
					end
				ACK1:    begin
						if( (cnt==3'd1)) begin     
								if (sda) begin			 
									db_r <= 8'b1010_0000;     
									cstate <= START1;     
								end else begin
									cstate <= ADD2;     
									db_r <= address; 
								end
							end
						else cstate <= ACK1;         
					end
				ADD2:    begin
						if((cnt==3'd3)) begin
								if(num==4'd8) begin    
										num <= 4'd0;             
										sda_r <= 1'b1;
										sda_link <= 1'b0;         
										cstate <= ACK2;
									end
								else begin
										sda_link <= 1'b1;         
										num <= num+1'b1;
										case (num)
											4'd0: sda_r <= db_r[7];
											4'd1: sda_r <= db_r[6];
											4'd2: sda_r <= db_r[5];
											4'd3: sda_r <= db_r[4];
											4'd4: sda_r <= db_r[3];
											4'd5: sda_r <= db_r[2];
											4'd6: sda_r <= db_r[1];
											4'd7: sda_r <= db_r[0];
											default: ;
											endcase
										cstate <= ADD2;                    
									end
							end
						else cstate <= ADD2;                
					end
				ACK2:    begin
						if( (cnt==3'd1)) begin         
							if (!sda) begin
								if (rw == 0) begin         
										sda_link <= 1'b1;
										sda_r <= 1'b0; 
										cstate <= DATA;      
										db_r <= data_in; 
									end    
								else begin				 
										db_r <= 8'b1010_0001;      
										cstate <= START2;         
									end
								end
							end 
						else cstate <= ACK2;     
					end
				START2: begin     
						if((cnt==3'd3)) begin
							sda_link <= 1'b1;     
							sda_r <= 1'b1;         
							cstate <= START2;
							end
						else if((cnt==3'd1)) begin     
							sda_r <= 1'b0;         
							cstate <= ADD3;
							end    
						else cstate <= START2;
					end
				ADD3:    begin    
						if((cnt==3'd3)) begin
								if(num==4'd8) begin    
										num <= 4'd0;             
										sda_r <= 1'b1;
										sda_link <= 1'b0;        
										cstate <= ACK3;
									end
								else begin
										num <= num+1'b1;
										case (num)
											4'd0: sda_r <= db_r[7];
											4'd1: sda_r <= db_r[6];
											4'd2: sda_r <= db_r[5];
											4'd3: sda_r <= db_r[4];
											4'd4: sda_r <= db_r[3];
											4'd5: sda_r <= db_r[2];
											4'd6: sda_r <= db_r[1];
											4'd7: sda_r <= db_r[0];
											default: ;
										endcase                                    
										cstate <= ADD3;                    
									end
							end
						else cstate <= ADD3;                
					end
				ACK3:    begin
						if( (cnt==3'd1)) begin     
								if (sda) begin			 
									db_r <= 8'b1010_0001;     
									cstate <= START2;     
								end else begin
									cstate <= DATA;     
									sda_link <= 1'b0;
								end
							end
						else cstate <= ACK3;         
					end
				DATA:    begin
						if(rw == 1) begin      
								if(num<=4'd7) begin
									cstate <= DATA;
									if((cnt==3'd1)) begin    
										num <= num+1'b1;    
										case (num)
											4'd0: read_data[7] <= sda;
											4'd1: read_data[6] <= sda;
											4'd2: read_data[5] <= sda;
											4'd3: read_data[4] <= sda;
											4'd4: read_data[3] <= sda;
											4'd5: read_data[2] <= sda;
											4'd6: read_data[1] <= sda;
											4'd7: read_data[0] <= sda;
											default: ;
											endcase                                                                        
										end
									end
								else if(((cnt==3'd3)) && (num==4'd8)) begin
									num <= 4'd0;             
									cstate <= ACK4;
									end
								else cstate <= DATA;
							end
						else begin    				 
								sda_link <= 1'b1;    
								if(num<=4'd7) begin
									cstate <= DATA;
									if((cnt==3'd3)) begin
										sda_link <= 1'b1;         
										num <= num+1'b1;
										case (num)
											4'd0: sda_r <= db_r[7];
											4'd1: sda_r <= db_r[6];
											4'd2: sda_r <= db_r[5];
											4'd3: sda_r <= db_r[4];
											4'd4: sda_r <= db_r[3];
											4'd5: sda_r <= db_r[2];
											4'd6: sda_r <= db_r[1];
											4'd7: sda_r <= db_r[0];
											default: ;
											endcase                                    
										end
									 end
								else if(((cnt==3'd3)) && (num==4'd8)) begin
										num <= 4'd0;
										sda_r <= 1'b1;
										sda_link <= 1'b0;         
										cstate <= ACK4;
									end
								else cstate <= DATA;
							end
					end
				ACK4: begin
						if( (cnt==3'd2)) begin
							cstate <= STOP1;                        
							end
						else cstate <= ACK4;
					end
				STOP1:    begin
						if((cnt==3'd3)) begin
								sda_link <= 1'b1;	 
								sda_r <= 1'b0;
								cstate <= STOP1;
							end
						else if((cnt==3'd1)) begin		 
								sda_r <= 1'b1;     
								cstate <= STOP2;
							end
						else cstate <= STOP1;
					end
				STOP2:    begin
						if((cnt==3'd3)) sda_r <= 1'b1;
						else if(cnt_20ms==20'hffff0) 
						begin	
							cstate <= IDLE;
							done <= 1'b1;
						end
						else cstate <= STOP2;
					end
				default: cstate <= IDLE;
				endcase
	end
	assign sda = sda_link ? sda_r:1'bz;		 
	assign data_out = read_data;
endmodule
[run.sh]
#!/bin/bash
# OpenROAD 26Q1-2900-gdf79404cd8, Yosys 0.63+post, stock flow scripts
make -C /OpenROAD-flow-scripts/flow DESIGN_CONFIG=/design/flow/config.mk WORK_HOME=/design/flow/orfs finish
[config.mk]
export PLATFORM = sky130hd
export DESIGN_NAME = i2c_eeprom
export DESIGN_NICKNAME = i2c_eeprom
export VERILOG_FILES = /design/flow/design.v
export SDC_FILE = /design/flow/constraint.sdc
export NUM_CORES = 4
export LEC_CHECK = 1
export CORE_UTILIZATION = 50
[constraint.sdc]
current_design i2c_eeprom

set clk_period 2.7
set clk_io_pct 0.2

create_clock -name clk0 -period $clk_period [get_ports {clk}]

set non_clock_inputs [all_inputs -no_clocks]
set_input_delay [expr $clk_period * $clk_io_pct] -clock clk0 $non_clock_inputs
set_output_delay [expr $clk_period * $clk_io_pct] -clock clk0 [all_outputs]
==> Changelog: implementation <==
### Changed

* Top-area cell share at 0.442
* Clock buffers created by TritonCTS at 9
* Unique cell types at 48
* Most numerous cell in the Yosys netlist: dfrtp_1
* Post-synth ARST share at 0.884
* Post-CTS Setup Bufs at 0
* Post-synthesis area per instance at 10.6 um^2
* Pre-placement core utilization at 0.523
* Hold-fix buffers, CTS at 0
* I/O Buffers at 29
* Post-CTS Resized at 0
* Final estimated routing congestion in global placement at 0.929
* Rows at 29
* Die extent in x at 83.7 um
* Status: aborted with a tool error
* Count of flip-flops with a built-in enable after synthesis at 8
* Count of mapped cells out of synthesis at 316
* Synth flops at 69
* Sinks on the clock net at 69
* Area of the synthesized netlist per yosys stat at 3340 um^2
* Leading post-synthesis cells by instance count: dfrtp_1 (59), nand2_1 (33), nand3_1 (19), nor2_1 (17), xnor2_1 (17)
* Die Span Y at 83.7 um
* Cell area after synthesis at 3340 um^2
* Io pins at 31
* Yosys stat cell total at 316
* Number of warning messages in the yosys log at 2
* Cell types with the largest area share after synthesis: dfrtp_1 (44%), edfxtp_1 (7.2%), xnor2_1 (4.5%)
* Library cell with the largest summed area after synthesis: dfrtp_1
* CTS H-tree lvls at 3
* Tool error: [error] [KeplerFormal.cpp:679] Workflow failed: Iso has multiple drivers: .sda0, sda$_DFFE_PN1P_.Q0
* Deepest clock path buffer count at 2
* Step where the flow halted: clock tree synthesis (4_1_cts)
* Most common flop cell mapped by yosys: dfrtp_1
* Placed Cells at 415
* CTS root buffer: clkbuf_8
* Final HPWL from detailed placement at 4640 um
* Share of synthesized area occupied by flip-flops and latches at 0.530
## kinds of logic after synthesis
group | share of synthesized area
flip-flops | 0.530
adder cells (fa/ha/maj) | 0.0300
AND/OR/NAND/NOR | 0.193
buffers and inverters | 0.0273
XOR/XNOR | 0.0577
AND-OR/OR-AND | 0.127
multiplexers | 0.0360
## through the flow
stage	util	setup WS, ps	instance area (um^2)
global placement	0.579	551	3700
detailed placement	0.579	529	3700
floorplan	-	652	3340
