[/design/flow/config.mk]
export PLATFORM = sky130hd
export DESIGN_NAME = ws2812b_controller
export DESIGN_NICKNAME = ws2812b_controller
export VERILOG_FILES = /design/flow/design.v
export SDC_FILE = /design/flow/constraint.sdc
export NUM_CORES = 4
export LEC_CHECK = 1
export CORE_UTILIZATION = 30
[/design/flow/constraint.sdc]
current_design ws2812b_controller

set clk_period 7.6
set clk_io_pct 0.2

create_clock -name clk0 -period $clk_period [get_ports {clk}]

set non_clock_inputs [all_inputs -no_clocks]
set_input_delay [expr $clk_period * $clk_io_pct] -clock clk0 $non_clock_inputs
set_output_delay [expr $clk_period * $clk_io_pct] -clock clk0 [all_outputs]
[/design/flow/design.v]
module ws2812b_controller #(
    parameter SYS_FREQ = 12_090_000    	 
)(
    input clk,                       
    input rst_n,                     
    input [23:0] rgb_data_0,       
    input [23:0] rgb_data_1,       
    input start_n,                     
    output reg data_out              
);
    localparam T0H = (SYS_FREQ * 4) / 10000000;			 
    localparam T1H = (SYS_FREQ * 8) / 10000000;    		 
    localparam T0L = (SYS_FREQ * 85) / 100000000;    	 
    localparam T1L = (SYS_FREQ * 45) / 100000000;     	 
    localparam RESET_TIME = (SYS_FREQ * 50) / 1000000; 	 
    reg [7:0] bit_counter;     
    reg [15:0] clk_counter;    
    reg [23:0] shift_reg;      
    reg [2:0] state;           
    reg [1:0] led_index;       
	wire [23:0] color_data_0 = {rgb_data_0[15:8], rgb_data_0[23:16], rgb_data_0[7:0]};	 
	wire [23:0] color_data_1 = {rgb_data_1[15:8], rgb_data_1[23:16], rgb_data_1[7:0]};	 
    localparam IDLE   = 3'd0;
    localparam LOAD   = 3'd1;
    localparam SEND   = 3'd2;
    localparam NEXT_LED = 3'd3;
    localparam RESET  = 3'd4;
    always @(posedge clk or negedge rst_n) begin
        if (!rst_n) begin
            data_out <= 0;
            bit_counter <= 0;
            clk_counter <= 0;
            shift_reg <= 0;
            state <= IDLE;
            led_index <= 0;
        end else begin
            case (state)
                IDLE: begin
                    data_out <= 0;
                    if (start_n == 0) begin
                        shift_reg <= color_data_0;
                        bit_counter <= 23;
                        led_index <= 0;
                        state <= LOAD;
                    end
                end
                LOAD: begin
                    data_out <= 1;
                    clk_counter <= 0;
                    state <= SEND;
                end
                SEND: begin
                    clk_counter <= clk_counter + 1;
                    if (shift_reg[23] == 1'b1) begin
                        if (clk_counter < T1H) begin
                            data_out <= 1;
                        end else if (clk_counter < T1H + T1L) begin
                            data_out <= 0;
                        end else begin
                            clk_counter <= 0;
                            if (bit_counter > 0) begin
                                bit_counter <= bit_counter - 1;
                                shift_reg <= {shift_reg[22:0], 1'b0};
                            end else begin
                                state <= NEXT_LED;
                                clk_counter <= 0;
                            end
                        end
                    end else begin
                        if (clk_counter < T0H) begin
                            data_out <= 1;
                        end else if (clk_counter < T0H + T0L) begin
                            data_out <= 0;
                        end else begin
                            clk_counter <= 0;
                            if (bit_counter > 0) begin
                                bit_counter <= bit_counter - 1;
                                shift_reg <= {shift_reg[22:0], 1'b0};
                            end else begin
                                state <= NEXT_LED;
                                clk_counter <= 0;
                            end
                        end
                    end
                end
                NEXT_LED: begin
                    if (led_index == 0) begin
                        shift_reg <= color_data_1;
                        bit_counter <= 23;
                        led_index <= 1;
                        state <= LOAD;
                    end else begin
                        state <= RESET;
						clk_counter <= 0;
                    end
                end
                RESET: begin
                    if (clk_counter < RESET_TIME) begin
                        data_out <= 0;
                        clk_counter <= clk_counter + 1;
                    end else begin
                        state <= IDLE;
                    end
                end
                default: state <= IDLE;
            endcase
        end
    end
endmodule
[/design/flow/run.sh]
#!/bin/bash
# OpenROAD 26Q1-2900-gdf79404cd8, Yosys 0.63+post, stock flow scripts
make -C /OpenROAD-flow-scripts/flow DESIGN_CONFIG=/design/flow/config.mk WORK_HOME=/design/flow/orfs finish
==> run summary <==
Entry: Yosys synthesis followed by OpenROAD place and route.

Run status:
- The flow ran to the end, and the final reports show no timing, DRC or antenna violations.

Synthesis:
- The run gives the cell taking the most area after synthesis as sky130_fd_sc_hd__dfrtp_1.
- The run gives the yosys-reported design area after synthesis as approximately 3000 µm².
- The run gives the count of mapped cells out of synthesis as approximately 320.
- The run puts the netlist area before placement at 3075 µm².
- The number of cells reported by Yosys stat comes to between 300 and 400.
- Per the synth stats, the flop cell with the highest instance count is sky130_fd_sc_hd__dfrtp_1.
- The run puts the fraction of post-synthesis cell area in the top cell type by area at 43.12%.
- The main area contributors are sky130_fd_sc_hd__dfrtp_1, sky130_fd_sc_hd__mux2_2, sky130_fd_sc_hd__a22oi_1.
- The netlist uses 56 different library cells.
- Synthesis inferred 55 register bits.
- Yosys reported that registers with async set or reset make up 100.0%.
- The run puts the register share after synthesis at 44.83%.
- Ranked by instance count, the synthesized netlist is headed by sky130_fd_sc_hd__dfrtp_1, sky130_fd_sc_hd__nand2_1, sky130_fd_sc_hd__o21ai_0.
- The warning tally printed by Yosys for this design is 1.
- The run gives the number of synthesized flops with an enable pin as 0.
- Dividing the synthesized area by the synthesized cell count gives 9.641 µm².
- Among all cell types in the netlist, the one instantiated most often is sky130_fd_sc_hd__dfrtp_1.

Timing:
- The run puts the transition time of the tightest slew-check pin at around 1 ns.
- Setup repair after global routing left no endpoint under its margin.
- In the final run the clock tree shows a worst skew of 0.01486 ns.
- For the final routed database, the setup TNS stands at 0 ns.
- The run gives the relative max-transition margin as 34.73%.
- Dividing the final minimum period by the clock period gives 39.87%.
- The smallest clock period supported by the final layout is computed as a little over 3 ns.
- The highest clock rate this design can be run at is 330.0 MHz.
- The run puts the worst hold margin at 0.4960 ns.
- The run puts the max-slew violation total from the final report at 0.
- The run puts the count of endpoints failing setup in the final report at 0.
- The run puts the total count of hold-check failures in the final report at 0.

Clock network:
- Counting every sink on the clock net gives between 50 and 60.
- In this run the deepest clock path goes through 2 buffers.
- The run gives the clock insertion delay at the later pin of the skew report as 0.31 ns.
- Looking at the clock tree report, the H-tree level count equals 2.
- In the CTS report, the clock slew at the register clock pins of the worst setup and hold paths is listed as approximately 0.1 ns.
- In this run the clock root is driven by a sky130_fd_sc_hd__clkbuf_8.
- The run gives the post-cts hold buffer count as 0.
- Per the repair_timing log after CTS, setup buffers inserted total 0.
- The run gives the number of buffers added by the clock tree synthesis step as 5.
- TritonCTS built the clock tree.
- The run puts the number of instances resized during post-cts repair at 0.

Critical path:
- The run gives the worst path required time as a little under 8 ns.
- The script reports the combined buffer and inverter count of the critical path as 2.
- In this run the critical path is formed by clkdlybuf4s50_1, nand2_1, o311ai_2, a21oi_2, buf_4, mux2_2.
- The run puts the cell count of the worst reg-to-reg path at 6.
- According to the timing report, the critical path is launched from start_n.
- The run gives the origin of the critical flop-to-flop path as clk_counter[11].
- The run gives the setup slack of the worst register-to-register path as 5.20 ns.
- The run gives the stage delay of the slowest cell on the critical path as between 0.4 and 0.5 ns.
- STA classifies the critical path endpoint as a flop.
- The run gives the type of the worst setup path as input pin to flop.
- The run gives the slowest stage cell on the critical path as sky130_fd_sc_hd__clkdlybuf4s50_1.
- Walking the critical path from launch to capture passes 6 cell instances.
- The run gives the data arrival time of the critical path as 3.24 ns.
- Max fanout on the critical path was recorded as 25.
- Per STA, the endpoint of the critical path is bit_counter[0].
- The capture point of the worst register-to-register path is recorded as bit_counter[0].
- Among cell families on the critical path, the largest total delay comes from buffers and inverters.
- STA classifies the critical path startpoint as an input pin.

Run:
- The run puts the number of max-cap violations at 0.
- The run puts the tally of OpenROAD warnings at 26.

Global routing:
- The first global-routing pass estimated 11320 µm of wire.
- The run puts the maximum number of pins on one net before global-route repair at 56.
- The run gives the sum of overflow across all layers after global routing as 0.
- The number of global-route vias before repair was ~2400.
- The initial antenna violation count is 0.
- The run puts the total track usage at 13.60%.

Route:
- The routed design has 6782 µm of wire.
- The run gives the count of nets left with antenna violations after detail routing as 0.
- The run gives the via total after detailed routing as 2558.
- The run puts the number of design rule violations left after detail routing at 0.
- The run puts the number of detailed-routing iterations run before antenna repair at 4.
- The run puts the violation count after the first detailed-routing iteration at 94.
- The run puts the routed length per instance at 13.56 µm.
- The repair_antennas step left the layout with diodes totalling 0.
- The script logs the ratio of routed vias to standard cells as 5.116.

Place:
- Port buffering added 51 buffers.
- The run puts the HPWL after detailed placement at ~4800 µm.
- The run gives the routability-driven placement congestion ratio as 0.8710.

Floorplanning:
- Before placement the cells fill 31.18% of the core.
- From bottom edge to top edge, the die measures 103.3 µm.
- The run gives the I/O pin count as 52.
- The run gives the die span in x as 103.3 µm.
- The run gives the area inside the core boundary as 9864 µm².
- The run gives the site row count as 36.
- The run gives the die area as 10660 µm².

Final layout:
- The run gives the number of flip-flops under the largest register name as 24.
- From synthesis to final layout, the design area changed by 23.68%.
- The run gives the proportion of layout cells with a drive suffix above 1 as around 14%.
- The run gives the fill cell instance count of the final layout as 950.

Hold path:
- The type recorded for the worst min-delay path is flop to flop.

Power and ir drop:
- The analysis reports a worst IR drop on VDD of about 100 µV.
- The run gives the power per cell area as 255.7 nW/µm².
- The run gives the static leakage power as 0.001597 µW.
per-stage QoR:
step,worst slack [ns],cells,power (µW),instance area (µm²),util (%)
CTS,4.576,500,983.0,3804,38.56
floorplan,4.767,319,692.0,3075,-
global placement,4.268,492,773.0,3692,37.43
finish,4.570,500,972.6,3804,38.56
detailed placement,4.227,492,783.4,3692,37.43
global route,4.453,500,1045,3804,38.56
worst min path at each step:
| stage | from | end | slack, ns | depth (start not counted) |
|---|---|---|---|---|
| CTS | led_index[0] | led_index[0] | 0.50 | 2 |
| finish | led_index[0] | led_index[0] | 0.50 | 2 |
| global route | shift_reg[10] | shift_reg[10] | 0.54 | 1 |
logic make-up (layout without fill, tap and decap cells):
kind of cell	after synthesis	count (layout)	synth area share, %
simple gates	116	116	19.61
buf+inv	28	76	4.597
compound gates	85	85	18.55
mux	26	26	9.479
fa+ha+maj	3	3	1.221
xor+xnor	6	6	1.709
flops	55	55	44.83
area by class of cell:
| class | instances | area (µm²) | share of cell area (%) |
|---|---|---|---|
| multi-input combinational | 236 | 1555 | 40.89 |
| sequential | 55 | 1379 | 36.25 |
| timing repair buffer | 57 | 550.5 | 14.47 |
| tap | 133 | 166.4 | 4.375 |
| clock buffer | 6 | 72.57 | 1.908 |
| inverter | 11 | 41.29 | 1.086 |
| clock inverter | 2 | 38.79 | 1.020 |
placed cells by master, fill, tap and decap left out, types with 8 or more instances in the layout:
cell / instances
sky130_fd_sc_hd__dfrtp_1: 53
sky130_fd_sc_hd__inv_1: 11
sky130_fd_sc_hd__mux2_2: 25
sky130_fd_sc_hd__clkdlybuf4s50_1: 50
sky130_fd_sc_hd__a21oi_1: 8
sky130_fd_sc_hd__a22oi_1: 23
sky130_fd_sc_hd__o21ai_0: 26
sky130_fd_sc_hd__nand2_1: 44
sky130_fd_sc_hd__nor2_1: 23
layer usage:
metal  GRT usage (%)  vias to the layer above  routed length (µm)
li1                -                     1265                   -
met5               0                        -                   0
met4           1.083                        0                  43
met3           2.459                        4                 386
met1           21.27                     1214                3367
met2           21.08                       75                2984
where the power goes:
part | internal (µW) | switching [µW] | total, µW
Clock | 99.7 | 96.9 | 197
Combinational | 169 | 175 | 344
Sequential | 366 | 66.1 | 432
tightest hold or removal path: stages, from the launching register on:
cell and delay [ns]:
sky130_fd_sc_hd__dfstp_2 0.38, sky130_fd_sc_hd__o21ai_0 0.07, sky130_fd_sc_hd__nand2_1 0.05
Power figures rest on the tool's default switching activity, not on a simulated workload.
